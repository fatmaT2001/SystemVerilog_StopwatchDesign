===== ./design.v =====
module fsm
	(
	input logic clk, r,
	input logic s ,
	input logic l ,
	input logic m,
	output logic [1:0]q
	);
	typedef enum {up , down , add5, stop,reset} state_type; 
	state_type state_reg , state_next ;
	always_ff @(posedge clk, posedge r)
	if (r) 
		state_reg <= reset ;
	else
		state_reg <= state_next ;
always_comb
	case (state_reg)
		reset:
		begin
			if ( r==0 &l==0 & s==1 & m==0)
				state_next = down;
			else if(r==0 &l==0 & s==1 & m==1)
				state_next = up;
			else if(r==0 & l==0 &  s==0)
				state_next = stop;
			else if(r==0 &l==1 )
				state_next = add5;	
			else state_next=reset;	
		end
		add5:
		begin	
			if (r==0 & l==0 & s==1 & m==0)
				state_next = down;
			else if( r==0 &l==0 & s==1 & m==1)
				state_next = up;
			else if( r==0 &l==1 )
				state_next = add5;
			else state_next=reset;
		end
		up:
		begin
			if( r==0 &l==1 )
				state_next = add5;
			else if(r==0 & s==0 & l==0)
				state_next = stop;
			else if(r==1)
				state_next=reset;
			else state_next=up;
		 end
		down:
		begin
			if(r==0 & l==1 )
				state_next = add5;
			else if( r==0 & s==0 & l==0)
				state_next = stop;
		else if(r==1)
				state_next=reset;
		else state_next=down;
		end
		stop:
		begin
			if (r==0 & l==0 & s==1 & m==0)
				state_next = down;
			else if(r==0 &l==0 & s==1 & m==1)
				state_next = up;
			else if(r==0 &s==0)
				state_next = stop;
			else if(r==0 &l==1 )
				state_next = add5;	
			else state_next=reset;	
		end		
		default: 
			state_next = reset;
	endcase
always_comb
case(state_reg)
	up:q=2'b10;
	down:q=2'b00;	
	stop:q=2'b11;
	default:q=2'b01;
endcase 	
endmodule

===== ./run.sh =====
#!/bin/bash
# OpenROAD 26Q1-2900-gdf79404cd8, Yosys 0.63+post, stock flow scripts
make -C /OpenROAD-flow-scripts/flow DESIGN_CONFIG=/design/flow/config.mk WORK_HOME=/design/flow/orfs finish

===== ./config.mk =====
export PLATFORM = sky130hd
export DESIGN_NAME = fsm
export DESIGN_NICKNAME = fsm
export VERILOG_FILES = /design/flow/design.v
export SDC_FILE = /design/flow/constraint.sdc
export NUM_CORES = 4
export LEC_CHECK = 1
export CORE_AREA = 10 10 70 70
export DIE_AREA = 0 0 80 80

===== ./constraint.sdc =====
current_design fsm

set clk_period 1.6
set clk_io_pct 0.2

create_clock -name clk0 -period $clk_period [get_ports {clk}]

set non_clock_inputs [all_inputs -no_clocks]
set_input_delay [expr $clk_period * $clk_io_pct] -clock clk0 $non_clock_inputs
set_output_delay [expr $clk_period * $clk_io_pct] -clock clk0 [all_outputs]

==> flow_metrics.env <==
# flow metrics
export IMPL_vias=236
export IMPL_hold_path_class="input pin to asynchronous set/reset pin"
export IMPL_ys_flop_type="dfrtp_1"
export IMPL_status="finished, final reports clean"
export IMPL_top_area_cell="dfrtp_1"
export IMPL_slew_headroom_pct=74.4
export IMPL_crit_buf_inv=1
export IMPL_cts_buffers=3
export IMPL_r2r_cells=3
export IMPL_layout_setup_ws_ns=0.106
export IMPL_synth_warnings=1
export IMPL_synth_edff_count=0
export IMPL_holdBufCountCts=0
export IMPL_h_tree_depth=1
export IMPL_antenna_found_initial=0
export IMPL_cp_start_kind="flip-flop"
export IMPL_warnings=25
export IMPL_crit_path_max_fanout=3
export IMPL_seqPwrFrac_pct=41.4
export IMPL_maxCapViolCount=0
export IMPL_cts_sinks=5
export IMPL_period_needed_ns=1.49
export IMPL_common_cells="dfrtp_1, nor3_1, a21oi_1, nor4_1, or3b_2"
export IMPL_gp_congestion=0.777
export IMPL_path_cells="or2_2, dlygate4sd2_1"
export IMPL_core_area_um2=3420
export IMPL_fin_hold_ws_ns=0.409
export IMPL_fp_util_pct=7.18
export IMPL_syn_inst=24
export IMPL_antenna_cells=0
export IMPL_die_height_um=80
export IMPL_avgSynthCellArea_um2=10.2
export IMPL_top_layer="met4"
export IMPL_leakage_uw=0.000162
export IMPL_crit_path_end="q[1]"
export IMPL_ff2ff_setup_slack_ns=0.46
export IMPL_met3_length_um=83
export IMPL_synth_cell_types=16
export IMPL_dr_pass1_iters=4
export IMPL_synthArstFlopShare_pct=100
export IMPL_ys_chip_area_um2=245
export IMPL_path_class="flip-flop to output pin"
export IMPL_post_synth_top_count_cell="dfrtp_1"
export IMPL_postRouteAntennaNets=0
export IMPL_clk_pin_slew_ns=0.04
export IMPL_power_frac_comb_pct=17.7
export IMPL_crit_slowest_cell="dfrtp_1"
export IMPL_top_cell_area_share_pct=40.8
export IMPL_end_kind="output pin"
export IMPL_area_growth_pct=68.4
export IMPL_synth_seq_share_pct=51.5
export IMPL_routed_wirelength_um=655
export IMPL_m1WireLength_um=371
export IMPL_sw_frac_of_total_pct=25.2
export IMPL_critPathRequiredTime_ns=1.28
export IMPL_p_int_uw=271
export IMPL_finalSetupTns_ns=0
export IMPL_pin_count=7
export IMPL_rows=21
export IMPL_crit_start="state_reg[1]"
export IMPL_cts_tree="built"
export IMPL_ys_cells=24
export IMPL_viasPerCell=2.84
export IMPL_cp_top_family="flip-flops"
export IMPL_clockPowerShare_pct=41.0
export IMPL_grt_pass1_vias=263
export IMPL_track_usage_pct=2.28
export IMPL_grt_ovfl_total=0
export IMPL_largest_register_ffs=5
export IMPL_power_density_nw_per_um2=876
export IMPL_dp_slack_ns=0.0753
export IMPL_grt_pass1_wl_um=1150
export IMPL_drc=0
export IMPL_grt_start_max_net_pins=7
export IMPL_hold_viol=0
export IMPL_r2r_start="state_reg[1]"
export IMPL_final_max_slew_violation_count=0
export IMPL_finalSetupViolations=0
export IMPL_grt_setup_unrepaired="no"
export IMPL_finalCritPeriodShare_pct=93.3
export IMPL_worst_slew_pin_slew_ns=0.381
export IMPL_top_cells_by_area="dfrtp_1, dfstp_2, or3b_2"
export IMPL_timing_rr_end="state_reg[2]"
export IMPL_wl_met2_um=192
export IMPL_die_width_um=80
export IMPL_p_switching_uw=91.2
export IMPL_skew_ns=0.00113
export IMPL_peakVddDrop_v=0.000507
export IMPL_wl_per_cell_um=7.89
export IMPL_chip_area_um2=6400
export IMPL_drive_gt1_share_pct=27.0
export IMPL_synth_flops=5
export IMPL_dp_hpwl_um=506
export IMPL_fmax_ghz=0.670
export IMPL_crit_cells=2
export IMPL_clk_latency_ns=0.25
export IMPL_drt_iter0_drc=15
export IMPL_clk_path_buf_depth=2
export IMPL_max_stage_delay_ns=0.38
export IMPL_synth_cell_area_um2=245
export IMPL_cts_root_buffer="clkbuf_4"
export IMPL_cp_arrival_ns=1.17
export IMPL_numPortBuffers=6
[timing repair]
| action | 4_1_cts | 5_1_grt |
|---|---|---|
| setup buffers | 2 | 0 |
| pin swaps | 1 | 1 |
| setup endpoints to repair | 2 | 1 |
| gates resized | 1 | 1 |
[routing by layer]
metal / vias to the layer above / global-route usage (%)
li1: 118 / -
met1: 106 / 3.28
met2: 10 / 2.49
met3: 2 / 1.70
met4: 0 / 0.528
met5: - / 0
[placed cells by master, fill, tap and decap left out, types with 2 or more instances in the layout]
| master | count |
|---|---|
| clkdlybuf4s50_1 | 4 |
| a21oi_1 | 2 |
| nor3_1 | 3 |
| clkbuf_4 | 3 |
| nor4_1 | 2 |
| dfrtp_1 | 4 |
| buf_4 | 3 |
| or3b_2 | 2 |
[worst min path at each step]
stage,startpoint,slack [ns],to,cells past startpoint
6_report,r,0.41,state_reg[3],2
5_1_grt,r,0.44,state_reg[2],2
4_1_cts,r,0.41,state_reg[2],2
[power by group through the flow]
stage	combinational (uW)	clock, uW	sequential (uW)
CTS	64.7	153	150
global route	72.5	165	152
finish	63.9	148	150
[per-stage QoR]
step | util, % | total power (uW) | instance area (um^2) | std cells
finish | 12.1 | 362 | 413 | 83
global route | 12.1 | 389 | 413 | 83
CTS | 12.0 | 368 | 410 | 83
detailed placement | 10.8 | 214 | 370 | 77
global placement | 10.8 | 211 | 370 | 77
floorplan | - | 183 | 245 | 24
[final cells by class]
type	instances	area [um^2]
fillers	398	3000
flip-flops and latches	5	126
multi-input cells	18	115
repair buffers	9	83.8
well taps	46	57.6
clock buffers	4	26.3
inverters	1	3.75
[kinds of logic after synthesis]
kind of cell | count (synthesis) | share of synthesized area, %
and+or+nand+nor | 12 | 31.1
AOI/OAI and AO/OA | 6 | 15.8
DFF | 5 | 51.5
buffers and inverters | 1 | 1.53
Power and IR drop assume default switching activity.
